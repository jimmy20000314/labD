[run.sh]
#!/bin/bash
# OpenROAD 26Q1-2900-gdf79404cd8, Yosys 0.63+post, stock flow scripts
make -C /OpenROAD-flow-scripts/flow DESIGN_CONFIG=/design/flow/config.mk WORK_HOME=/design/flow/orfs finish
[config.mk]
export PLATFORM = sky130hd
export DESIGN_NAME = sdram_controller
export DESIGN_NICKNAME = sdram_controller
export VERILOG_FILES = /design/flow/design.v
export SDC_FILE = /design/flow/constraint.sdc
export NUM_CORES = 4
export LEC_CHECK = 1
export CORE_UTILIZATION = 40
[constraint.sdc]
current_design sdram_controller

set clk_period 6.4
set clk_io_pct 0.2

create_clock -name clk0 -period $clk_period [get_ports {clk}]

set non_clock_inputs [all_inputs -no_clocks]
set_input_delay [expr $clk_period * $clk_io_pct] -clock clk0 $non_clock_inputs
set_output_delay [expr $clk_period * $clk_io_pct] -clock clk0 [all_outputs]
[design.v]
module sdram_controller (
        input   clk,
        input   rst,
        output  sdram_cle,
        output  sdram_cs,
        output  sdram_cas,
        output  sdram_ras,
        output  sdram_we,
        output  sdram_dqm,
        output  [1:0]  sdram_ba,
        output  [12:0] sdram_a,
        input   [31:0] sdram_dqi,
        output  [31:0] sdram_dqo,
        input   [22:0] user_addr,    
        input   rw,                  
        input   [31:0] data_in,      
        output  [31:0] data_out,     
        output  busy,                
        input   in_valid,            
        output  out_valid            
    );
    localparam tCASL            = 13'd2;        
    localparam tPRE             = 13'd2;        
    localparam tACT             = 13'd2;        
    localparam tREF             = 13'd6;        
    localparam tRef_Counter     = 10'd750;      
    wire [22:0] addr;
    wire [12:0] Mapped_RA;
    wire [1:0]  Mapped_BA;
    wire [7:0]  Mapped_CA;
    assign Mapped_RA = user_addr[22:10];
    assign Mapped_BA = user_addr[9:8];
    assign Mapped_CA = user_addr[7:0];
    assign addr = {Mapped_RA, Mapped_BA, Mapped_CA};
    localparam CMD_UNSELECTED    = 4'b1000;
    localparam CMD_NOP           = 4'b0111;
    localparam CMD_ACTIVE        = 4'b0011;
    localparam CMD_READ          = 4'b0101;
    localparam CMD_WRITE         = 4'b0100;
    localparam CMD_TERMINATE     = 4'b0110;
    localparam CMD_PRECHARGE     = 4'b0010;
    localparam CMD_REFRESH       = 4'b0001;
    localparam CMD_LOAD_MODE_REG = 4'b0000;
    localparam STATE_SIZE = 4;
    localparam INIT = 4'd0,
               WAIT = 4'd1,
               PRECHARGE_INIT = 4'd2,
               REFRESH_INIT_1 = 4'd3,
               REFRESH_INIT_2 = 4'd4,
               LOAD_MODE_REG = 4'd5,
               IDLE = 4'd6,
               REFRESH = 4'd7,
               ACTIVATE = 4'd8,
               READ = 4'd9,
               READ_RES = 4'd10,
               WRITE = 4'd11,
               PRECHARGE = 4'd12;
    reg cle_d, cle_q;
    reg dqm_q, dqm_d;
    reg [3:0] cmd_d, cmd_q;
    reg [1:0] ba_d, ba_q;
    reg [1:0] ba_d_sec, ba_q_sec;
    reg [12:0] a_d, a_q;
    reg [31:0] dq_d, dq_q;
    reg [31:0] dqi_d, dqi_q;
    reg dq_en_d, dq_en_q;
	reg [3:0] r_index, count_read;
	reg [31:0]prefetch_buffer[0:7];
    assign sdram_cle = cle_q;
    assign sdram_cs = cmd_q[3];
    assign sdram_ras = cmd_q[2];
    assign sdram_cas = cmd_q[1];
    assign sdram_we = cmd_q[0];
    assign sdram_dqm = dqm_q;
    assign sdram_ba = ba_q;
    assign sdram_a = a_q;
    assign sdram_dqo = dq_en_q ? dq_q : 32'hZZZZZZZZ;
    reg [STATE_SIZE-1:0] state_d, state_q;
    reg [STATE_SIZE-1:0] next_state_d, next_state_q;
    reg [22:0] addr_d, addr_q;
    reg [31:0] data_d, data_q;
    reg out_valid_d, out_valid_q;
    reg [15:0] delay_ctr_d, delay_ctr_q;
    reg [9:0] refresh_ctr_d, refresh_ctr_q;
    reg refresh_flag_d, refresh_flag_q;
    reg ready_d, ready_q;
    reg saved_rw_d, saved_rw_q;
    reg [22:0] saved_addr_d, saved_addr_q;
    reg [31:0] saved_data_d, saved_data_q;
    reg rw_op_d, rw_op_q;
    reg [3:0] row_open_d, row_open_q;
    reg [12:0] row_addr_d[3:0], row_addr_q[3:0];
    reg [2:0] precharge_bank_d, precharge_bank_q;
    integer i;
    assign data_out = data_q;
    assign busy = !ready_q;
    assign out_valid = out_valid_q;
	always @(posedge clk) begin
		if(rst)begin
			r_index = 4'd0;  
		end
		else begin
			if (r_index==4'd8)begin
				r_index = 4'd0;  
			end
			else if(out_valid)begin
				r_index = r_index + 4'd1;  
			end
		end
	end
	always @(posedge clk) begin  
		prefetch_buffer[r_index]= sdram_dqi;
	end
	always @(posedge clk) begin  
		if(rst)
			count_read <= 4'd0;
		else if(count_read==4'd12)
			count_read <= 4'd0;
		else if(state_q==READ)
			count_read <= count_read + 4'd1;		
	end    
    always @* begin
        dq_d = dq_q;
        dqi_d = sdram_dqi;
        dq_en_d = 1'b0;  
        cle_d = cle_q;
        cmd_d = CMD_NOP;  
        dqm_d = 1'b0;
        ba_d = 2'd0;
		ba_d_sec = 2'b01;
        a_d = 13'd0;
        state_d = state_q;
        next_state_d = next_state_q;
        delay_ctr_d = delay_ctr_q;
        addr_d = addr_q;
        data_d = data_q;
        out_valid_d = 1'b0;
        precharge_bank_d = precharge_bank_q;
        rw_op_d = rw_op_q;
        row_open_d = row_open_q;
        for (i = 0; i < 4; i = i + 1)
            row_addr_d[i] = row_addr_q[i];
        refresh_flag_d = refresh_flag_q;
        refresh_ctr_d = refresh_ctr_q + 1'b1;
        if (refresh_ctr_q > tRef_Counter) begin
            refresh_ctr_d = 10'd0;
            refresh_flag_d = 1'b1;
        end
        saved_rw_d = saved_rw_q;
        saved_data_d = saved_data_q;
        saved_addr_d = saved_addr_q;
        ready_d = ready_q;
        if (ready_q && in_valid) begin
            saved_rw_d = rw;
            saved_data_d = data_in;
            saved_addr_d = addr;
            ready_d = 1'b0;
        end 
		else begin
			ready_d = 1'd1;
		end
        case (state_q)
            INIT: begin
                row_open_d = 4'b0;
                out_valid_d = 1'b0;
                a_d = {3'b000, 1'b0, 2'b00, 3'b010, 1'b0, 3'b010};  
                ba_d = 2'b0;
				ba_d_sec = 2'b01;
                cle_d = 1'b1;
                state_d = WAIT;
                delay_ctr_d = 16'd0;
                next_state_d = IDLE;
                refresh_flag_d = 1'b0;
                refresh_ctr_d = 10'b1;
                ready_d = 1'b1;
                dq_en_d = 1'b0;
            end
            WAIT: begin
                delay_ctr_d = delay_ctr_q - 1'b1;
                if (delay_ctr_q == 13'd0) begin
                    state_d = next_state_q;
                end
            end
            IDLE: begin
                if (refresh_flag_q) begin  
                    state_d = PRECHARGE;
                    next_state_d = REFRESH;
                    precharge_bank_d = 3'b100;  
                    refresh_flag_d = 1'b0;  
                end else if (!ready_q) begin  
                    ready_d = 1'b1;  
                    rw_op_d = saved_rw_q;  
                    addr_d = saved_addr_q;
                    if (saved_rw_q)  
                        data_d = saved_data_q;
                    if (row_open_q[saved_addr_q[9:8]]) begin
                        if (row_addr_q[saved_addr_q[9:8]] == saved_addr_q[22:10]) begin
                            if (saved_rw_q)
                                state_d = WRITE;
                            else
                                state_d = READ;
                        end else begin
                            state_d = PRECHARGE;  
                            precharge_bank_d = {1'b0, saved_addr_q[9:8]};
                            next_state_d = ACTIVATE;  
                        end
                    end else begin
                        state_d = ACTIVATE;  
                    end
                end
            end
            REFRESH: begin
                cmd_d = CMD_REFRESH;
                state_d = WAIT;
                delay_ctr_d = tREF;
                next_state_d = IDLE;
            end
            ACTIVATE: begin
                cmd_d = CMD_ACTIVE;
                a_d = addr_q[22:10];
                ba_d = addr_q[9:8];
				ba_d_sec = 2'b01;
                delay_ctr_d = tACT;
                state_d = WAIT;
                if (rw_op_q)
                    next_state_d = WRITE;
                else
                    next_state_d = READ;
                row_open_d[addr_q[9:8]] = 1'b1;  
                row_addr_d[addr_q[9:8]] = addr_q[22:10];
            end
            READ: begin
                cmd_d = CMD_READ;
                a_d = {7'b0, addr_q[7:2]};
                ba_d = addr_q[9:8];
				ba_d_sec = 2'b01;
                state_d = WAIT;
                delay_ctr_d = tCASL; 
                next_state_d = READ_RES;
            end
            READ_RES: begin
                data_d = dqi_q;  
                out_valid_d = 1'b1;
                state_d = IDLE;
            end
            WRITE: begin
                cmd_d = CMD_WRITE;
                dq_d = data_q;
                dq_en_d = 1'b1;  
                a_d = {7'b0, addr_q[7:2]};
                ba_d = addr_q[9:8];
				ba_d_sec = 2'b01;
                state_d = IDLE;
            end
            PRECHARGE: begin
                cmd_d = CMD_PRECHARGE;
                a_d[10] = precharge_bank_q[2];  
                ba_d = precharge_bank_q[1:0];
				ba_d_sec = 2'b01;
                state_d = WAIT;
                delay_ctr_d = tPRE;
                if (precharge_bank_q[2]) begin
                    row_open_d = 4'b0000;  
                end else begin
                    row_open_d[precharge_bank_q[1:0]] = 1'b0;  
                end
            end
            default: state_d = INIT;
        endcase
    end
    always @(posedge clk) begin
        if(rst) begin
            cle_q <= 1'b0;
            dq_en_q <= 1'b0;
            state_q <= INIT;
            ready_q <= 1'b0;
        end else begin
            cle_q <= cle_d;
            dq_en_q <= dq_en_d;
            state_q <= state_d;
            ready_q <= ready_d;
        end
        saved_rw_q <= saved_rw_d;
        saved_data_q <= saved_data_d;
        saved_addr_q <= saved_addr_d;
        cmd_q <= cmd_d;
        dqm_q <= dqm_d;
        ba_q <= ba_d;
		ba_q_sec <= ba_d_sec;
        a_q <= a_d;
        dq_q <= dq_d;
        dqi_q <= dqi_d;
        next_state_q <= next_state_d;
        refresh_flag_q <= refresh_flag_d;
        refresh_ctr_q <= refresh_ctr_d;
        data_q <= data_d;
        addr_q <= addr_d;
        out_valid_q <= out_valid_d;
        row_open_q <= row_open_d;
        for (i = 0; i < 4; i = i + 1)
            row_addr_q[i] <= row_addr_d[i];
        precharge_bank_q <= precharge_bank_d;
        rw_op_q <= rw_op_d;
        delay_ctr_q <= delay_ctr_d;
    end
endmodule
==> impl_metrics.json <==
{
  "status": "complete, no violations",
  "grt_setup_unrepaired": "false",
  "slew_headroom_pct": 43.59,
  "vias": 5754,
  "topCellsByArea": "edfxtp_1 64%, dfxtp_1 13%, mux2_2 3.5%",
  "wire_per_inst_um": 17.52,
  "drtIter0Drc": 372,
  "drive_gt1_share_pct": 12.69,
  "grt_max_degree": 38,
  "layout_min_cycle_time_ps": 2827,
  "fin_crit_sh_pct": 44.17,
  "synth-async-reset-ratio_pct": 0,
  "fp-row-count": 58,
  "cts_buffer_depth": 3,
  "cts_tree": "yes",
  "arrival_ps": 1550,
  "fmax_mhz": 353.7,
  "cp_max_fo": 7,
  "grt_pass1_wl_mm": 32.19,
  "grt_util_all_layers_pct": 17.19,
  "simple_gate_share_pct": 7.253,
  "crit_required_ps": 5120,
  "endpoint_kind": "output pin",
  "critical_path.endpoint": "busy",
  "drc": 0,
  "syn_to_final_growth_pct": 30.28,
  "dr.pass1.iters": 4,
  "hold_buffers": 0,
  "antenna_found_initial": 0,
  "critPathKind": "flop to output pin",
  "crit_chain": "inv_1, clkdlybuf4s50_1",
  "syn_area_um2": 10300,
  "path_depth": 2,
  "edf_count": 219,
  "dp_hpwl_mm": 13.24,
  "htreeDepth": 1,
  "top_cell_area_share_pct": 63.86,
  "ys_sh_adder_pct": 0.3645,
  "vdd_drop_max_mv": 0.2355,
  "root_buffer": "clkbuf_16",
  "die_w_um": 162.5,
  "clock_sinks": 287,
  "ys_sh_xor_pct": 2.977,
  "reg2reg_from": "saved_addr_q[8]",
  "worstMarginPinSlew_ps": 846.1,
  "cp_slowest_cell": "dfxtp_1",
  "num_io_pins": 178,
  "startpoint_type": "flop",
  "openroad.warnings": 28,
  "io_buffer_count": 173,
  "netlist_instances": 626,
  "path_buffers": 2,
  "synth_seq_share_pct": 77.07,
  "post_cts_buffers": 0,
  "grt_pass1_vias": 6098,
  "ys_ff": 287,
  "synth_warnings": 4,
  "core_area_um2": 25180,
  "ff2ff_path_depth": 7,
  "totalWireLength_mm": 20.55,
  "clock_skew_ps": 9.259,
  "cts_resized": 0,
  "hp-class": "flop to flop",
  "cp_top_family": "flip-flops",
  "yosysTopAreaCell": "edfxtp_1",
  "synthMuxAreaShare_pct": 6.682,
  "gp_congestion": 0.8985,
  "powerDensity_nw_per_um2": 352.3,
  "setup_viol": 0,
  "ys_cells": 626,
  "logic_family": "simple AND/OR/NAND/NOR gates",
  "ant_nets": 0,
  "via_per_inst": 4.905,
  "r2r_end": "next_state_q[1]",
  "clkTransAtPathRegs_ps": 60,
  "crit_start": "ready_q",
  "tns_ps": 0,
  "reg2reg_slack_ps": 3670,
  "cts_buffers": 29,
  "ys_area_um2": 10300,
  "fp.dieH_um": 162.5,
  "drv_cap": 0,
  "syn_avg_cell_area_um2": 16.45,
  "antennaDiodeCount": 0,
  "fp_util_pct": 40.90,
  "hold_violations": 0,
  "synth.distinct_cells": 55,
  "ys_sh_aoi_pct": 4.070,
  "yosys_most_used_dff": "edfxtp_1",
  "overflow": 0,
  "drv_slew": 0,
  "clk_latency_ps": 550,
  "slowest_delay_ps": 520,
  "power.total_mw": 4.727,
  "power_leakage_nw": 4.622,
  "die-area_um2": 26390
}
## cell type report
| class | count | area, um^2 |
|---|---|---|
| Multi-Input combinational cell | 303 | 2238 |
| Sequential cell | 287 | 7938 |
| Fill cell | 1977 | 11770 |
| Inverter | 12 | 45.04 |
| Clock inverter | 15 | 172.7 |
| Timing Repair Buffer | 187 | 1837 |
| Clock buffer | 39 | 773.2 |
| Tap cell | 330 | 412.9 |
## worst min-delay path by stage
stage	start	to	cells after the start
6_report	saved_addr_q[3]	addr_q[3]	0
5_1_grt	saved_addr_q[3]	addr_q[3]	0
4_1_cts	saved_addr_q[3]	addr_q[3]	0
## synth_stat cells, types with 2 or more instances
master and number:
buf_1 3, nor2_1 51, clkbuf_1 15, o31ai_1 3
xor2_1 16, a22oi_1 6, nand2_1 25, mux4_2 10
mux4_1 2, o21bai_1 2, a21boi_0 2, nand2b_1 6
nor3b_1 3, a41oi_1 2, or2_2 2, mux2i_1 5
a211oi_1 3, edfxtp_1 219, xnor2_1 19, inv_1 12
a21oi_1 11, nor4_1 4, dfxtp_1 68, a31oi_1 4
nor3_1 14, mux2_2 32, and3_1 10, ha_1 3
o22ai_1 2, buf_4 2, or3_1 2, and2_1 6
o21ai_0 17, o21a_1 3, nor2b_1 8, buf_2 4
nand4_1 4, nand3_1 9
## metal layers
metal | wire [um] | part of all wire, % | track usage [%] | vias to the layer above
li1 | - | - | - | 2727
met1 | 8396 | 41 | 26.58 | 2725
met2 | 9302 | 45 | 24.03 | 271
met3 | 2517 | 12 | 8.753 | 31
met4 | 338 | 1.6 | 2.916 | 0
met5 | 0 | 0 | 0 | -
## cell families after synthesis
group / after synthesis
flip-flops: 287
AND/OR/NAND/NOR: 150
AND-OR/OR-AND: 64
multiplexers: 49
buffers and inverters: 37
XOR/XNOR: 35
adder cells (fa/ha/maj): 3
other: 1
## report_power, final
part	internal, mW	switching (mW)	total, mW
clock	0.974	0.679	1.65
combinational	0.335	0.436	0.771
sequential	2.21	0.0970	2.30
total	3.52	1.21	4.73
## through the flow
step	hold WS (ps)	std cells	instance area, um^2	utilization (%)	worst slack (ps)
2_1_floorplan	400.3	627	10300	-	2076
3_3_place_gp	406.8	1119	12470	49.52	3175
3_5_place_dp	406.2	1119	12470	49.52	3163
4_1_cts	421.1	1173	13420	53.28	3545
5_1_grt	429.3	1173	13420	53.28	3471
6_report	420.0	1173	13420	53.28	3573
## registers in the layout, summed over array words and instances, names as in the netlist, 13 cells and up
name          cells
a_q              13
addr_q           21
saved_data_q     32
dqi_q            32
delay_ctr_q      16
saved_addr_q     21
dq_q             32
data_q           32
row_addr_q       52
## cells in the final DEF, fill, tap and decap left out, types with 16 or more instances in the layout
master,netlist,routed
clkbuf_16,0,29
clkdlybuf4s50_1,0,173
dfxtp_1,68,68
edfxtp_1,219,219
mux2_2,32,32
nand2_1,25,25
nor2_1,51,49
o21ai_0,17,17
xnor2_1,19,19
xor2_1,16,16
